<file path="flow/run.sh">
#!/bin/bash
# OpenROAD 26Q1-2900-gdf79404cd8, Yosys 0.63+post, stock flow scripts
make -C /OpenROAD-flow-scripts/flow DESIGN_CONFIG=/design/flow/config.mk WORK_HOME=/design/flow/orfs finish
</file>
<file path="flow/config.mk">
export PLATFORM = sky130hd
export DESIGN_NAME = BCAParallel
export DESIGN_NICKNAME = BCAParallel
export VERILOG_FILES = /design/flow/design.v
export SDC_FILE = /design/flow/constraint.sdc
export NUM_CORES = 4
export LEC_CHECK = 1
export CORE_AREA = 10 10 94 94
export DIE_AREA = 0 0 104 104
</file>
<file path="flow/constraint.sdc">
current_design BCAParallel

set clk_period 14.4
set clk_io_pct 0.2

create_clock -name clk0 -period $clk_period

set non_clock_inputs [all_inputs -no_clocks]
set_input_delay [expr $clk_period * $clk_io_pct] -clock clk0 $non_clock_inputs
set_output_delay [expr $clk_period * $clk_io_pct] -clock clk0 [all_outputs]
</file>
<file path="flow/design.v">
module FullAdder(
  input   io_A,
  input   io_B,
  input   io_C,
  output  io_Sum,
  output  io_Carry
);
  wire [1:0] _s1_T = {1'h0,io_A};  
  wire [1:0] _s1_T_1 = {1'h0,io_B};  
  wire [1:0] _s1_T_3 = _s1_T + _s1_T_1;  
  wire [1:0] _s1_T_4 = {1'h0,io_C};  
  wire [1:0] s1 = _s1_T_3 + _s1_T_4;  
  assign io_Sum = s1[0];  
  assign io_Carry = s1[1];  
endmodule
module RCA(
  input  [3:0] io_A,
  input  [3:0] io_B,
  input        io_C,
  output [3:0] io_Sum,
  output       io_Carry
);
  wire  fa1_io_A;  
  wire  fa1_io_B;  
  wire  fa1_io_C;  
  wire  fa1_io_Sum;  
  wire  fa1_io_Carry;  
  wire  fa2_io_A;  
  wire  fa2_io_B;  
  wire  fa2_io_C;  
  wire  fa2_io_Sum;  
  wire  fa2_io_Carry;  
  wire  fa3_io_A;  
  wire  fa3_io_B;  
  wire  fa3_io_C;  
  wire  fa3_io_Sum;  
  wire  fa3_io_Carry;  
  wire  fa4_io_A;  
  wire  fa4_io_B;  
  wire  fa4_io_C;  
  wire  fa4_io_Sum;  
  wire  fa4_io_Carry;  
  wire [1:0] io_Sum_lo = {fa2_io_Sum,fa1_io_Sum};  
  wire [1:0] io_Sum_hi = {fa4_io_Sum,fa3_io_Sum};  
  FullAdder fa1 (  
    .io_A(fa1_io_A),
    .io_B(fa1_io_B),
    .io_C(fa1_io_C),
    .io_Sum(fa1_io_Sum),
    .io_Carry(fa1_io_Carry)
  );
  FullAdder fa2 (  
    .io_A(fa2_io_A),
    .io_B(fa2_io_B),
    .io_C(fa2_io_C),
    .io_Sum(fa2_io_Sum),
    .io_Carry(fa2_io_Carry)
  );
  FullAdder fa3 (  
    .io_A(fa3_io_A),
    .io_B(fa3_io_B),
    .io_C(fa3_io_C),
    .io_Sum(fa3_io_Sum),
    .io_Carry(fa3_io_Carry)
  );
  FullAdder fa4 (  
    .io_A(fa4_io_A),
    .io_B(fa4_io_B),
    .io_C(fa4_io_C),
    .io_Sum(fa4_io_Sum),
    .io_Carry(fa4_io_Carry)
  );
  assign io_Sum = {io_Sum_hi,io_Sum_lo};  
  assign io_Carry = fa4_io_Carry;  
  assign fa1_io_A = io_A[0];  
  assign fa1_io_B = io_B[0];  
  assign fa1_io_C = io_C;  
  assign fa2_io_A = io_A[1];  
  assign fa2_io_B = io_B[1];  
  assign fa2_io_C = fa1_io_Carry;  
  assign fa3_io_A = io_A[2];  
  assign fa3_io_B = io_B[2];  
  assign fa3_io_C = fa2_io_Carry;  
  assign fa4_io_A = io_A[3];  
  assign fa4_io_B = io_B[3];  
  assign fa4_io_C = fa3_io_Carry;  
endmodule
module BCASerial(
  input  [3:0] io_A,
  input  [3:0] io_B,
  input        io_C,
  output [3:0] io_Sum,
  output       io_Carry
);
  wire [3:0] rca1_io_A;  
  wire [3:0] rca1_io_B;  
  wire  rca1_io_C;  
  wire [3:0] rca1_io_Sum;  
  wire  rca1_io_Carry;  
  wire [3:0] rca2_io_A;  
  wire [3:0] rca2_io_B;  
  wire  rca2_io_C;  
  wire [3:0] rca2_io_Sum;  
  wire  rca2_io_Carry;  
  wire [3:0] rca1_sum = rca1_io_Sum;  
  wire  and1 = rca1_sum[3] & rca1_sum[2];  
  wire  and2 = rca1_sum[3] & rca1_sum[1];  
  wire  rca1_carry = rca1_io_Carry;  
  wire  or1 = and1 | and2 | rca1_carry;  
  wire [1:0] second_input_lo = {or1,1'h0};  
  wire [1:0] second_input_hi = {1'h0,or1};  
  RCA rca1 (  
    .io_A(rca1_io_A),
    .io_B(rca1_io_B),
    .io_C(rca1_io_C),
    .io_Sum(rca1_io_Sum),
    .io_Carry(rca1_io_Carry)
  );
  RCA rca2 (  
    .io_A(rca2_io_A),
    .io_B(rca2_io_B),
    .io_C(rca2_io_C),
    .io_Sum(rca2_io_Sum),
    .io_Carry(rca2_io_Carry)
  );
  assign io_Sum = rca2_io_Sum;  
  assign io_Carry = and1 | and2 | rca1_carry;  
  assign rca1_io_A = io_A;  
  assign rca1_io_B = io_B;  
  assign rca1_io_C = io_C;  
  assign rca2_io_A = {second_input_hi,second_input_lo};  
  assign rca2_io_B = rca1_io_Sum;  
  assign rca2_io_C = 1'h0;  
endmodule
module BCAParallel(
  input         clock,
  input         reset,
  input  [15:0] io_A,
  input  [15:0] io_B,
  input         io_C,
  output [15:0] io_Sum,
  output        io_Carry
);
  wire [3:0] bca1_io_A;  
  wire [3:0] bca1_io_B;  
  wire  bca1_io_C;  
  wire [3:0] bca1_io_Sum;  
  wire  bca1_io_Carry;  
  wire [3:0] bca2_io_A;  
  wire [3:0] bca2_io_B;  
  wire  bca2_io_C;  
  wire [3:0] bca2_io_Sum;  
  wire  bca2_io_Carry;  
  wire [3:0] bca3_io_A;  
  wire [3:0] bca3_io_B;  
  wire  bca3_io_C;  
  wire [3:0] bca3_io_Sum;  
  wire  bca3_io_Carry;  
  wire [3:0] bca4_io_A;  
  wire [3:0] bca4_io_B;  
  wire  bca4_io_C;  
  wire [3:0] bca4_io_Sum;  
  wire  bca4_io_Carry;  
  wire [7:0] io_Sum_lo = {bca2_io_Sum,bca1_io_Sum};  
  wire [7:0] io_Sum_hi = {bca4_io_Sum,bca3_io_Sum};  
  BCASerial bca1 (  
    .io_A(bca1_io_A),
    .io_B(bca1_io_B),
    .io_C(bca1_io_C),
    .io_Sum(bca1_io_Sum),
    .io_Carry(bca1_io_Carry)
  );
  BCASerial bca2 (  
    .io_A(bca2_io_A),
    .io_B(bca2_io_B),
    .io_C(bca2_io_C),
    .io_Sum(bca2_io_Sum),
    .io_Carry(bca2_io_Carry)
  );
  BCASerial bca3 (  
    .io_A(bca3_io_A),
    .io_B(bca3_io_B),
    .io_C(bca3_io_C),
    .io_Sum(bca3_io_Sum),
    .io_Carry(bca3_io_Carry)
  );
  BCASerial bca4 (  
    .io_A(bca4_io_A),
    .io_B(bca4_io_B),
    .io_C(bca4_io_C),
    .io_Sum(bca4_io_Sum),
    .io_Carry(bca4_io_Carry)
  );
  assign io_Sum = {io_Sum_hi,io_Sum_lo};  
  assign io_Carry = bca4_io_Carry;  
  assign bca1_io_A = io_A[3:0];  
  assign bca1_io_B = io_B[3:0];  
  assign bca1_io_C = io_C;  
  assign bca2_io_A = io_A[7:4];  
  assign bca2_io_B = io_B[7:4];  
  assign bca2_io_C = bca1_io_Carry;  
  assign bca3_io_A = io_A[11:8];  
  assign bca3_io_B = io_B[11:8];  
  assign bca3_io_C = bca2_io_Carry;  
  assign bca4_io_A = io_A[15:12];  
  assign bca4_io_B = io_B[15:12];  
  assign bca4_io_C = bca3_io_Carry;  
endmodule
</file>
==> flow_metrics.env <==
# yosys + openroad results
export IMPL_chip_area_um2=10800
export IMPL_antenna_found_initial=0
export IMPL_p_leak_nw=0.642
export IMPL_slowest_delay_ns=0.52
export IMPL_vias_per_cell=2.79
export IMPL_crit_slowest_cell="fa_1"
export IMPL_drc_errors=0
export IMPL_nFlopsAndLatches=0
export IMPL_slew_headroom_pct=88.8
export IMPL_grt_util_all_layers_pct=3.45
export IMPL_final_min_clock_period_ns=13.95
export IMPL_yosysCellCount=97
export IMPL_drive_gt1_share_pct=3.03
export IMPL_synthDominantAreaCellType="fa_1"
export IMPL_fp_row_count=30
export IMPL_drtAntennaViolNets=0
export IMPL_finalMaxSlewViolations=0
export IMPL_core_um2=6830
export IMPL_setup_viol=0
export IMPL_wl_um=1940
export IMPL_dp_hpwl_um=1980
export IMPL_crit_top_cell="fa_1"
export IMPL_synth_distinct_cells=11
export IMPL_critPathTopFamily="adder cells"
export IMPL_status="complete, no violations"
export IMPL_top_area_share_pct=38.7
export IMPL_critical_path_class="primary input to primary output"
export IMPL_tightest_slew_ns=0.166
export IMPL_yosysMostFrequentCell="inv_1"
export IMPL_vias=636
export IMPL_worst_path_buf_inv=10
export IMPL_hp_class="primary input to primary output"
export IMPL_syn_area_um2=828
export IMPL_grt_pass1_vias=716
export IMPL_grt_max_degree=5
export IMPL_clkbuf_count=0
export IMPL_grt_pass1_wl_um=3200
export IMPL_diodes=0
export IMPL_cap_violations=0
export IMPL_vdd_drop_max_mv=0.0239
export IMPL_drt_pre_antenna_iters=2
export IMPL_setup_slack_ns=0.452
export IMPL_power_per_cell_area_nw_per_um2=68.7
export IMPL_worstPathArrival_ns=11.07
export IMPL_flop_area_um2=0
export IMPL_fmax_mhz=71.7
export IMPL_routabilityCongestion=0.682
export IMPL_tns_ns=0
export IMPL_first_iter_violations=5
export IMPL_tool_warnings=37
export IMPL_initCoreUtil_pct=12.1
export IMPL_rsz0062_at_grt="false"
export IMPL_crit_fanout=4
export IMPL_cp_end_kind="primary output"
export IMPL_dieWidth_um=104
export IMPL_pre_cts_ws_ns=0.300
export IMPL_cts_hold_buffers=0
export IMPL_die_y_um=104
export IMPL_area_delta_synth_final_pct=61.6
export IMPL_yosys_top_cells_count="inv_1, buf_4, fa_1"
export IMPL_wl_per_cell_um=8.50
export IMPL_overflow=0
export IMPL_syn_area_per_cell_um2=8.54
export IMPL_top_cells_by_area="fa_1, ha_1, inv_1, buf_4, xnor2_1"
export IMPL_startpoint_type="primary input"
export IMPL_io_buffer_count=50
export IMPL_hold_viol_final=0
export IMPL_ys_chip_area_um2=828
export IMPL_worst_ep_required_time_ns=11.52
export IMPL_yosys_warnings=0
export IMPL_period_used_pct=96.9
export IMPL_ys_seq_share_pct=0
export IMPL_ios=52
export IMPL_netlist_instances=97
[final timing paths]
path	startpoint	to	slack [ns]	depth (start not counted)
worst min-delay path	io_C	io_Sum[0]	6.80	5
worst max-delay path	io_A[0]	io_Sum[15]	0.45	34
[worst min-delay path: cells and delay by family]
family | cells | cell delay (ns)
buf+inv | 4 | 0.88
fa+ha+maj | 1 | 0.15
[cell families after synthesis]
family,Yosys count,synth area share (%)
adder cells (fa/ha/maj),27,55.3
AND-OR/OR-AND,6,5.74
buffers and inverters,51,30.4
XOR/XNOR,4,4.23
AND/OR/NAND/NOR,9,4.38
[power by group]
part | total [mW] | switching (mW) | internal, mW
Clock | 0 | 0 | 0
Combinational | 0.0920 | 0.0296 | 0.0623
Sequential | 0 | 0 | 0
[placed cells by master, fill, tap and decap left out]
master	n
a21o_2	2
xnor2_1	4
fa_2	1
nand2_1	4
ha_1	11
o21a_1	1
a21o_1	3
nor2b_1	1
buf_4	1
inv_1	35
fa_1	15
clkdlybuf4s50_1	50
nor2_1	4
[metrics by stage]
step	power [mW]	utilization, %	hold WS (ns)	cells	instance area, um2
after global placement	0.0941	19.5	6.81	227	1330
after CTS	0.0952	19.5	6.82	227	1330
after detailed placement	0.0948	19.5	6.82	227	1330
final	0.0920	19.6	6.80	228	1340
after global routing	0.106	19.6	6.87	228	1340
after floorplan	0.0597	-	5.98	97	828
[area by class of cell]
cell class | count | area [um2]
fillers | 773 | 5490
well taps | 96 | 120
repair buffers | 51 | 508
multi-input cells | 46 | 579
inverters | 35 | 131
[per-layer routing]
| layer | vias to the layer above | GRT usage [%] | wire length, um |
|---|---|---|---|
| met4 | 0 | 0 | 0 |
| met3 | 0 | 1.00 | 137 |
| met5 | - | 0 | 0 |
| met2 | 21 | 6.89 | 1060 |
| met1 | 290 | 3.62 | 744 |
| li1 | 325 | - | - |
[repair_timing]
item,4_1_cts,5_1_grt
setup buffers,0,1
gates resized,0,1
endpoints found under the setup margin,0,1
Power and IR drop assume default switching activity.
