==> flow/design.v <==
module accumCol(
  input        clock,
  input        reset,
  input        io_clear,
  input        io_rd_en,
  input        io_wr_en,
  input  [3:0] io_rd_addr,
  input  [3:0] io_wr_addr,
  input  [7:0] io_wr_data,
  output [7:0] io_rd_data
);
  reg [7:0] mem [0:15];  
  wire  mem_MPORT_1_en;  
  wire [3:0] mem_MPORT_1_addr;  
  wire [7:0] mem_MPORT_1_data;  
  wire  mem_io_rd_data_MPORT_en;  
  wire [3:0] mem_io_rd_data_MPORT_addr;  
  wire [7:0] mem_io_rd_data_MPORT_data;  
  wire [7:0] mem_MPORT_data;  
  wire [3:0] mem_MPORT_addr;  
  wire  mem_MPORT_mask;  
  wire  mem_MPORT_en;  
  wire [7:0] mem_MPORT_2_data;  
  wire [3:0] mem_MPORT_2_addr;  
  wire  mem_MPORT_2_mask;  
  wire  mem_MPORT_2_en;  
  wire [7:0] mem_MPORT_3_data;  
  wire [3:0] mem_MPORT_3_addr;  
  wire  mem_MPORT_3_mask;  
  wire  mem_MPORT_3_en;  
  wire [7:0] mem_MPORT_4_data;  
  wire [3:0] mem_MPORT_4_addr;  
  wire  mem_MPORT_4_mask;  
  wire  mem_MPORT_4_en;  
  wire [7:0] mem_MPORT_5_data;  
  wire [3:0] mem_MPORT_5_addr;  
  wire  mem_MPORT_5_mask;  
  wire  mem_MPORT_5_en;  
  wire [7:0] mem_MPORT_6_data;  
  wire [3:0] mem_MPORT_6_addr;  
  wire  mem_MPORT_6_mask;  
  wire  mem_MPORT_6_en;  
  wire [7:0] mem_MPORT_7_data;  
  wire [3:0] mem_MPORT_7_addr;  
  wire  mem_MPORT_7_mask;  
  wire  mem_MPORT_7_en;  
  wire [7:0] mem_MPORT_8_data;  
  wire [3:0] mem_MPORT_8_addr;  
  wire  mem_MPORT_8_mask;  
  wire  mem_MPORT_8_en;  
  wire [7:0] mem_MPORT_9_data;  
  wire [3:0] mem_MPORT_9_addr;  
  wire  mem_MPORT_9_mask;  
  wire  mem_MPORT_9_en;  
  wire [7:0] mem_MPORT_10_data;  
  wire [3:0] mem_MPORT_10_addr;  
  wire  mem_MPORT_10_mask;  
  wire  mem_MPORT_10_en;  
  wire [7:0] mem_MPORT_11_data;  
  wire [3:0] mem_MPORT_11_addr;  
  wire  mem_MPORT_11_mask;  
  wire  mem_MPORT_11_en;  
  wire [7:0] mem_MPORT_12_data;  
  wire [3:0] mem_MPORT_12_addr;  
  wire  mem_MPORT_12_mask;  
  wire  mem_MPORT_12_en;  
  wire [7:0] mem_MPORT_13_data;  
  wire [3:0] mem_MPORT_13_addr;  
  wire  mem_MPORT_13_mask;  
  wire  mem_MPORT_13_en;  
  wire [7:0] mem_MPORT_14_data;  
  wire [3:0] mem_MPORT_14_addr;  
  wire  mem_MPORT_14_mask;  
  wire  mem_MPORT_14_en;  
  wire [7:0] mem_MPORT_15_data;  
  wire [3:0] mem_MPORT_15_addr;  
  wire  mem_MPORT_15_mask;  
  wire  mem_MPORT_15_en;  
  wire [7:0] mem_MPORT_16_data;  
  wire [3:0] mem_MPORT_16_addr;  
  wire  mem_MPORT_16_mask;  
  wire  mem_MPORT_16_en;  
  wire [7:0] mem_MPORT_17_data;  
  wire [3:0] mem_MPORT_17_addr;  
  wire  mem_MPORT_17_mask;  
  wire  mem_MPORT_17_en;  
  assign mem_MPORT_1_en = io_wr_en;
  assign mem_MPORT_1_addr = io_wr_addr;
  assign mem_MPORT_1_data = mem[mem_MPORT_1_addr];  
  assign mem_io_rd_data_MPORT_en = io_rd_en;
  assign mem_io_rd_data_MPORT_addr = io_rd_addr;
  assign mem_io_rd_data_MPORT_data = mem[mem_io_rd_data_MPORT_addr];  
  assign mem_MPORT_data = mem_MPORT_1_data + io_wr_data;
  assign mem_MPORT_addr = io_wr_addr;
  assign mem_MPORT_mask = 1'h1;
  assign mem_MPORT_en = io_wr_en;
  assign mem_MPORT_2_data = 8'h0;
  assign mem_MPORT_2_addr = 4'h0;
  assign mem_MPORT_2_mask = 1'h1;
  assign mem_MPORT_2_en = io_clear;
  assign mem_MPORT_3_data = 8'h0;
  assign mem_MPORT_3_addr = 4'h1;
  assign mem_MPORT_3_mask = 1'h1;
  assign mem_MPORT_3_en = io_clear;
  assign mem_MPORT_4_data = 8'h0;
  assign mem_MPORT_4_addr = 4'h2;
  assign mem_MPORT_4_mask = 1'h1;
  assign mem_MPORT_4_en = io_clear;
  assign mem_MPORT_5_data = 8'h0;
  assign mem_MPORT_5_addr = 4'h3;
  assign mem_MPORT_5_mask = 1'h1;
  assign mem_MPORT_5_en = io_clear;
  assign mem_MPORT_6_data = 8'h0;
  assign mem_MPORT_6_addr = 4'h4;
  assign mem_MPORT_6_mask = 1'h1;
  assign mem_MPORT_6_en = io_clear;
  assign mem_MPORT_7_data = 8'h0;
  assign mem_MPORT_7_addr = 4'h5;
  assign mem_MPORT_7_mask = 1'h1;
  assign mem_MPORT_7_en = io_clear;
  assign mem_MPORT_8_data = 8'h0;
  assign mem_MPORT_8_addr = 4'h6;
  assign mem_MPORT_8_mask = 1'h1;
  assign mem_MPORT_8_en = io_clear;
  assign mem_MPORT_9_data = 8'h0;
  assign mem_MPORT_9_addr = 4'h7;
  assign mem_MPORT_9_mask = 1'h1;
  assign mem_MPORT_9_en = io_clear;
  assign mem_MPORT_10_data = 8'h0;
  assign mem_MPORT_10_addr = 4'h8;
  assign mem_MPORT_10_mask = 1'h1;
  assign mem_MPORT_10_en = io_clear;
  assign mem_MPORT_11_data = 8'h0;
  assign mem_MPORT_11_addr = 4'h9;
  assign mem_MPORT_11_mask = 1'h1;
  assign mem_MPORT_11_en = io_clear;
  assign mem_MPORT_12_data = 8'h0;
  assign mem_MPORT_12_addr = 4'ha;
  assign mem_MPORT_12_mask = 1'h1;
  assign mem_MPORT_12_en = io_clear;
  assign mem_MPORT_13_data = 8'h0;
  assign mem_MPORT_13_addr = 4'hb;
  assign mem_MPORT_13_mask = 1'h1;
  assign mem_MPORT_13_en = io_clear;
  assign mem_MPORT_14_data = 8'h0;
  assign mem_MPORT_14_addr = 4'hc;
  assign mem_MPORT_14_mask = 1'h1;
  assign mem_MPORT_14_en = io_clear;
  assign mem_MPORT_15_data = 8'h0;
  assign mem_MPORT_15_addr = 4'hd;
  assign mem_MPORT_15_mask = 1'h1;
  assign mem_MPORT_15_en = io_clear;
  assign mem_MPORT_16_data = 8'h0;
  assign mem_MPORT_16_addr = 4'he;
  assign mem_MPORT_16_mask = 1'h1;
  assign mem_MPORT_16_en = io_clear;
  assign mem_MPORT_17_data = 8'h0;
  assign mem_MPORT_17_addr = 4'hf;
  assign mem_MPORT_17_mask = 1'h1;
  assign mem_MPORT_17_en = io_clear;
  assign io_rd_data = io_rd_en ? mem_io_rd_data_MPORT_data : 8'h0;  
  always @(posedge clock) begin
    if (mem_MPORT_en & mem_MPORT_mask) begin
      mem[mem_MPORT_addr] <= mem_MPORT_data;  
    end
    if (mem_MPORT_2_en & mem_MPORT_2_mask) begin
      mem[mem_MPORT_2_addr] <= mem_MPORT_2_data;  
    end
    if (mem_MPORT_3_en & mem_MPORT_3_mask) begin
      mem[mem_MPORT_3_addr] <= mem_MPORT_3_data;  
    end
    if (mem_MPORT_4_en & mem_MPORT_4_mask) begin
      mem[mem_MPORT_4_addr] <= mem_MPORT_4_data;  
    end
    if (mem_MPORT_5_en & mem_MPORT_5_mask) begin
      mem[mem_MPORT_5_addr] <= mem_MPORT_5_data;  
    end
    if (mem_MPORT_6_en & mem_MPORT_6_mask) begin
      mem[mem_MPORT_6_addr] <= mem_MPORT_6_data;  
    end
    if (mem_MPORT_7_en & mem_MPORT_7_mask) begin
      mem[mem_MPORT_7_addr] <= mem_MPORT_7_data;  
    end
    if (mem_MPORT_8_en & mem_MPORT_8_mask) begin
      mem[mem_MPORT_8_addr] <= mem_MPORT_8_data;  
    end
    if (mem_MPORT_9_en & mem_MPORT_9_mask) begin
      mem[mem_MPORT_9_addr] <= mem_MPORT_9_data;  
    end
    if (mem_MPORT_10_en & mem_MPORT_10_mask) begin
      mem[mem_MPORT_10_addr] <= mem_MPORT_10_data;  
    end
    if (mem_MPORT_11_en & mem_MPORT_11_mask) begin
      mem[mem_MPORT_11_addr] <= mem_MPORT_11_data;  
    end
    if (mem_MPORT_12_en & mem_MPORT_12_mask) begin
      mem[mem_MPORT_12_addr] <= mem_MPORT_12_data;  
    end
    if (mem_MPORT_13_en & mem_MPORT_13_mask) begin
      mem[mem_MPORT_13_addr] <= mem_MPORT_13_data;  
    end
    if (mem_MPORT_14_en & mem_MPORT_14_mask) begin
      mem[mem_MPORT_14_addr] <= mem_MPORT_14_data;  
    end
    if (mem_MPORT_15_en & mem_MPORT_15_mask) begin
      mem[mem_MPORT_15_addr] <= mem_MPORT_15_data;  
    end
    if (mem_MPORT_16_en & mem_MPORT_16_mask) begin
      mem[mem_MPORT_16_addr] <= mem_MPORT_16_data;  
    end
    if (mem_MPORT_17_en & mem_MPORT_17_mask) begin
      mem[mem_MPORT_17_addr] <= mem_MPORT_17_data;  
    end
  end
endmodule
==> flow/run.sh <==
#!/bin/bash
# OpenROAD 26Q1-2900-gdf79404cd8, Yosys 0.63+post, stock flow scripts
make -C /OpenROAD-flow-scripts/flow DESIGN_CONFIG=/design/flow/config.mk WORK_HOME=/design/flow/orfs finish
==> flow/config.mk <==
export PLATFORM = sky130hd
export DESIGN_NAME = accumCol
export DESIGN_NICKNAME = accumCol
export VERILOG_FILES = /design/flow/design.v
export SDC_FILE = /design/flow/constraint.sdc
export NUM_CORES = 4
export LEC_CHECK = 1
export CORE_UTILIZATION = 50
==> flow/constraint.sdc <==
current_design accumCol

set clk_period 10.3
set clk_io_pct 0.2

create_clock -name clk0 -period $clk_period [get_ports {clock}]

set non_clock_inputs [all_inputs -no_clocks]
set_input_delay [expr $clk_period * $clk_io_pct] -clock clk0 $non_clock_inputs
set_output_delay [expr $clk_period * $clk_io_pct] -clock clk0 [all_outputs]
==> flow_metrics.tcl <==
# metrics dict for downstream scripts
set metrics [dict create \
    grt_max_degree 78 \
    cts_tree "built" \
    max_cap_violations 0 \
    reg_top3 "mem (128)" \
    firstDrtPassIters 5 \
    worst_clock_skew_ps 7.405 \
    tightest_slew_ps 783.9 \
    avgSynthCellArea_sq_um 9.751 \
    postSynthSeqShare 0.3776 \
    clock_latency_ps 420 \
    wirelength_um 18190 \
    cts_resized 0 \
    n_antenna_cell 0 \
    core_util_floorplan 0.5125 \
    drtIter0Drc 400 \
    dr_wl_met2_um 8290 \
    status "complete, no violations" \
    worst_ep_required_time_ps 8240 \
    cts_setup_buffers 0 \
    cts_hold_buf 0 \
    cts_buffers 17 \
    synth_flops 128 \
    fillCellCount 1073 \
    via_per_inst 6.026 \
    netlist_area_sq_mm 0.006787 \
    arrival_ps 4320 \
    ys_cells 696 \
    cts-root-buf "clkbuf_16" \
    gr-total-overflow 0 \
    die_h_um 118.5 \
    async_reset_ff_frac 0 \
    layout_top_cell "dfxtp_1" \
    slew_viol_final 0 \
    antenna_found_initial 0 \
    ios 29 \
    die_w_um 118.5 \
    chip_area_sq_mm 0.01404 \
    leakagePower_nw 2.789 \
    drcViolationCount 0 \
    core_sq_mm 0.01324 \
    top_layer "met5" \
    ant_nets 0 \
    final_cell_mix "128 x dfxtp_1, 114 x nand2_1, 112 x nor2_1" \
    hpwl_um 11980 \
    syn_to_final_growth_pct 14.36 \
    grt_pass1_vias 5343 \
    io_buffers 27 \
    clk_pin_slew_ps 60 \
    h-tree-depth 4 \
    period_used_share 0.6197 \
    yosysWarnings 1 \
    cp-start-kind "input pin" \
    cts_num_sinks 128 \
    wl_met1_um 7702 \
    track_usage 0.2902 \
    crit_fanout 32 \
    ir_worst_vdd_uv 107.7 \
    setup_viol 0 \
    grt_pass1_wl_um 29220 \
    placementRows 42 \
    max_freq_mhz 156.7 \
    largest_register_ffs 128 \
    period_minus_slack_ps 6383 \
    critPathKind "input pin to output port" \
    synth_cell_types 35 \
    cp-end-kind "output port" \
    warnings 26 \
    synth-main-ff-cell "dfxtp_1" \
    slew_headroom 0.4774 \
    edf_count 0 \
    pwr_density_cell_mw_per_mm2 160.4 \
    final-hold-violation-count 0 \
    yosys_area_sq_mm 0.006787 \
    syn_inst 696 \
    hold_path.class "flop to flop" \
    clock_path_buffers 2 \
    regMostFlops "mem" \
    tns_ps 0 \
    wl_per_cell_um 20.37 \
    rsz0062_at_grt "no" \
    fin_util 0.5861 \
    vias 5381 \
    wl_met3_um 1990 \
    gp_congestion 0.8690 \
    drive_above_1_share 0.1953 \
]
cell usage after synthesis, drive strengths merged (6+ instances only):
| master | number | area (sq um) |
|---|---|---|
| mux2i | 23 | 230.2 |
| a211oi | 12 | 90.09 |
| nand2 | 114 | 427.9 |
| clkbuf | 39 | 146.4 |
| nand3b | 17 | 127.6 |
| buf | 13 | 72.57 |
| dfxtp | 128 | 2562 |
| and2 | 8 | 50.05 |
| ha | 7 | 87.58 |
| a21oi | 90 | 450.4 |
| o21ai | 18 | 127.6 |
| nor2 | 112 | 420.4 |
| nand3 | 8 | 40.04 |
| nor3 | 6 | 30.03 |
| mux4 | 77 | 1734 |
layout make-up:
type / instances / area (sq um) / share of cell area
clock buffer: 18 / 429.2 / 0.05530
clock inverter: 14 / 191.4 / 0.02467
inverter: 3 / 11.26 / 0.001451
multi-input combinational: 513 / 3994 / 0.5146
sequential: 128 / 2562 / 0.3302
tap: 176 / 220.2 / 0.02837
timing repair buffer: 41 / 352.8 / 0.04546
routing by layer:
layer  GRT usage  vias up
met2      0.4254      236
met5     0.02941        -
li1            -     2528
met3      0.1334       17
met1      0.4331     2598
met4     0.02927        2
logic make-up (layout without fill, tap and decap cells):
group / after synthesis / after routing / synth area share
DFF: 128 / 128 / 0.3776
and+or+nand+nor: 274 / 274 / 0.1709
adders and majority gates: 8 / 8 / 0.01585
AOI/OAI and AO/OA: 126 / 126 / 0.1058
buffers and inverters: 55 / 76 / 0.03392
xor gates and xnor gates: 5 / 5 / 0.006454
muxes: 100 / 100 / 0.2895
power by group:
part           internal, mW  total (mW)  switching (mW)  leakage, nW
clock                 0.404       0.628           0.224        0.292
sequential            0.503       0.508         0.00544         1.03
combinational        0.0428       0.109          0.0663         1.46
total                 0.949        1.25           0.296         2.79
critical path, stage by stage:
cell and delay [ps]:
buf_2 80, buf_4 480, mux4_2 610, mux4_2 500
and2_1 180, clkdlybuf4s50_1 400
path summary, 6_finish.rpt:
path                  from       endpoint  depth (start not counted)  slack [ps]
max          io_rd_addr[0]  io_rd_data[6]                          6        3920
min              mem[7][0]      mem[7][0]                          2         470
max reg2reg     mem[15][0]      mem[4][4]                         11        6940
min reg2reg      mem[7][0]      mem[7][0]                          2         470
through the flow:
stage | total power, mW | worst slack, ps | cells | hold WS, ps | area [sq um]
3_3_place_gp | 0.6240 | 3916 | 861 | 450.8 | 7141
5_1_grt | 1.286 | 3815 | 893 | 493.9 | 7761
3_5_place_dp | 0.6265 | 3889 | 861 | 457.6 | 7141
4_1_cts | 1.248 | 3889 | 893 | 465.3 | 7761
6_report | 1.245 | 3917 | 893 | 465.2 | 7761
2_1_floorplan | 0.5939 | 4240 | 696 | 442.9 | 6787
Power and IR drop assume default switching activity.
